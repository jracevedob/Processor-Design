[flow/design.v]
`timescale 1ns/100ps
module wb_interface (
	clk,				 
	a_reset_l,	
	wb_ack_i,
	wb_we_o,
	wb_stb_o,
	wb_cyc_o,
	wb_adr_o,
	wb_dat_i,
	wb_dat_o,
	intr_h,
	intr_ack_h,
	sync_h,
	addr_i,				 
	data_i,
	data_o,
	we_i,
	start_i,
	busy_o,
	valid_o,
	intr,
	intr_ack,
	sync		
);
parameter data_wl = 16;
parameter adr_wl  = 16;
input	clk;
input	a_reset_l;
input	wb_ack_i;
output	wb_we_o;
output	wb_stb_o;
output	wb_cyc_o;
output	[adr_wl-1:0]	wb_adr_o;
input	[data_wl-1:0]	wb_dat_i;
output	[data_wl-1:0]	wb_dat_o;
input	intr_h;
output	intr_ack_h;
input	sync_h;
input	[adr_wl-1:0]	addr_i;
input	we_i;
input	[data_wl-1:0]	data_i;
output	[data_wl-1:0]	data_o;
input   start_i;
output	busy_o;
output	valid_o;
output	intr;
input	intr_ack;
output	sync;
reg	wb_we_o,  nxt_wb_we_o;
reg	wb_stb_o, nxt_wb_stb_o;
reg	wb_cyc_o, nxt_wb_cyc_o;
reg	busy_o, nxt_busy_o;
reg	valid_o, nxt_valid_o;
reg 	wb_ack_reg;
reg	[adr_wl-1:0]	wb_adr_o, nxt_wb_adr_o;
reg	[data_wl-1:0]	wb_dat_o, nxt_wb_dat_o;
reg	[data_wl-1:0]	data_o;
assign intr 		= intr_h;
assign intr_ack_h 	= intr_ack;
assign sync 		= sync_h;
reg [4:0] current_state, nxt_state;
localparam [4:0]
IDLE   	= 5'b00001,
WAIT 	= 5'b00010;
always @(posedge clk or negedge a_reset_l)
	begin
		if (a_reset_l == 1'b0)	
			begin
				current_state	<= IDLE;
				wb_ack_reg		<= 'b0;
				wb_we_o 		<= 'b0;
				wb_stb_o		<= 'b0;
				wb_cyc_o 		<= 'b0;
				wb_adr_o		<= 'b0;
				wb_dat_o		<= 'b0;
				data_o			<= 'b0;
				busy_o			<= 'b0;
				valid_o			<= 'b0;
			end
		else
			begin
				current_state 	<= nxt_state;
				wb_ack_reg		<= wb_ack_i; 
				wb_we_o 	 	<= nxt_wb_we_o;
				wb_stb_o	 	<= nxt_wb_stb_o;
				wb_cyc_o	 	<= nxt_wb_cyc_o;
				busy_o			<= nxt_busy_o;
				valid_o 		<= nxt_valid_o;
				wb_adr_o		<= nxt_wb_adr_o;
				wb_dat_o		<= nxt_wb_dat_o;
				data_o			<= wb_dat_i;	
			end
	end
always @(*)
	begin	
		nxt_state 		= current_state;
		nxt_wb_we_o		= wb_we_o;
		nxt_wb_stb_o	= wb_stb_o;
		nxt_wb_cyc_o	= wb_cyc_o;
		nxt_busy_o		= busy_o;
		nxt_valid_o		= valid_o;
		nxt_wb_adr_o	= wb_adr_o;
		nxt_wb_dat_o	= wb_dat_o;
		case(current_state)
			IDLE:				
				begin
					if(we_i == 1'b1 && start_i == 1'b1 ) begin
						nxt_state		= WAIT;
						nxt_wb_we_o 	= 1'b1;
						nxt_wb_stb_o	= 1'b1;
						nxt_wb_cyc_o	= 1'b1;
						nxt_busy_o		= 1'b1;
						nxt_valid_o		= 1'b0;
						nxt_wb_adr_o 	= addr_i;
						nxt_wb_dat_o	= data_i;
						end
					else if(we_i == 1'b0 && start_i == 1'b1) begin
						nxt_state 		= WAIT;
						nxt_wb_we_o 	= 1'b0;
						nxt_wb_stb_o	= 1'b1;
						nxt_wb_cyc_o	= 1'b1;
						nxt_busy_o	    = 1'b1;
						nxt_valid_o	    = 1'b0;
						nxt_wb_adr_o 	= addr_i;
						nxt_wb_dat_o	= data_i;
						end
					else
						begin
						nxt_state 	    = IDLE;
						nxt_wb_we_o 	= 1'b0;
						nxt_wb_stb_o	= 1'b0;
						nxt_wb_cyc_o	= 1'b0;
						end
				end
			WAIT:
				begin
					if(wb_ack_reg == 1'b0)		 
						begin
							nxt_state  		= WAIT;
							nxt_wb_we_o 	= 1'b0;
							nxt_wb_stb_o	= 1'b0;
							nxt_wb_cyc_o	= 1'b0;
							nxt_busy_o		= 1'b1;
							nxt_valid_o		= 1'b0;
						end
					else
						begin
							nxt_state 	= IDLE;
							nxt_busy_o	= 1'b0;
							nxt_valid_o	= 1'b1;
						end
				end
			default:
				begin
					nxt_state = IDLE;
				end
		endcase
	end 
endmodule
[flow/run.sh]
#!/bin/bash
# OpenROAD 26Q1-2900-gdf79404cd8, Yosys 0.63+post, stock flow scripts
make -C /OpenROAD-flow-scripts/flow DESIGN_CONFIG=/design/flow/config.mk WORK_HOME=/design/flow/orfs finish
[flow/config.mk]
export PLATFORM = sky130hd
export DESIGN_NAME = wb_interface
export DESIGN_NICKNAME = wb_interface
export VERILOG_FILES = /design/flow/design.v
export SDC_FILE = /design/flow/constraint.sdc
export NUM_CORES = 4
export LEC_CHECK = 1
export CORE_UTILIZATION = 30
[flow/constraint.sdc]
current_design wb_interface

set clk_period 2.7
set clk_io_pct 0.2

create_clock -name clk0 -period $clk_period [get_ports {clk}]

set non_clock_inputs [all_inputs -no_clocks]
set_input_delay [expr $clk_period * $clk_io_pct] -clock clk0 $non_clock_inputs
set_output_delay [expr $clk_period * $clk_io_pct] -clock clk0 [all_outputs]
==> notes.md <==
fresh numbers from the pnr run: CTS buffer count 5, Crit Path Max Fanout 2, post-synth cell types 16, Dominant comb cell multiplexers, Antenna Cells 0, startpoint types register, total track usage 0.126, Clock Sinks 55, Detailed Routing Iterations Pass 1 2, M3 GR Usage 0.0191, hold buffer count at CTS 0, Worst Setup End Kind output port, ys cells between 100 and 150, worst slew pin tran around 0.5 ns, P per Cell Area about 770 nW/um^2, aoi share 0.0244, Die Size approximately 7000 sq um, clock latency on the worst-skew pair 0.30 ns, status finished clean, number of gates resized after CTS 0, Max clock buf depth 2, biggest regs data_o: 16 flops, wb_adr_o: 16 flops, wb_dat_o: 16 flops, pin count of the biggest net entering global routing 24, Synth Cell Area ~2000 sq um, yosys stat chip area 2000 sq um, clock period minus worst slack 1.71 ns, wire length of the first global-routing pass 6.73 mm, Mean Syn Cell Area 18.0 sq um, Finished Layout Cells between 200 and 300, relative slew slack 0.663, Slowest cell on crit path clkdlybuf4s50_1, Seq/Total Area, Yosys 0.690, clock root cell clkbuf_8, DR iter-0 viols 8, # Max-Cap Violations 0, DRT antenna net count 0, arrival time worst endpoint ~1.2 ns, Reg area around 1400 sq um, cells along the critical path clkdlybuf4s50_1, Via density 4.14, CTS H-tree lvls 2, routed length per instance roughly 14 um, placed cell count between 200 and 300, Die H 83.6 um, Clock Pin Slew Worst Setup and Hold Paths ~0.10 ns, multi-input logic area ~540 sq um, pre-CTS WS 0.748 ns, Syn Inst Count approximately 110, final setup violation count 0, vias in the first global route between 1k and 1.5k, Critical Path Max Stage Delay slightly above 0.5 ns, Final Hold Viols 0, via count about 1.2k, buffers plus inverters on the worst setup path 1, DRC violations left 0, unrepaired setup endpoints after global routing no, Leak between 1 and 1.5 nW, GRT overflow 0, WL final approximately 4.1 mm, Area Overhead vs Synth 62.0%, hpwl dp approximately 3.1 mm, Data required, critical path around 2.2 ns, Hold Path Class primary input to asynchronous set/reset pin, Adder Share, Synth 0, xor+xnor area frac 0, dominant logic cell type in the layout clkdlybuf4s50_1, Post-synth regs about 55, share of layout cells above drive strength 1 0.213, Log Warnings 25, Basic Gates by Area 0.0169, most frequent cells in the layout clkdlybuf4s50_1, dfrtp_1, mux2_4, mux2_2, clkbuf_8, GRT met1 Usage 0.185, Init Core Util 0.313, # fillers 553, max-slew violations 0, Post-CTS Setup Repair Bufs 0, PortBufs 105, busiest layer in global routing met2, Max IR drop VDD between 0.3 and 0.4 mV, row cnt 29, I/O pin count 112, WS Path Type register to output port, Placer Congestion ~0.8, Mux cell area share 0.231, core area between 6000 and 7000 sq um, Die W between 80 and 90 um, met2 usage 0.204, Ys Warns 1, Max Freq 585 MHz, Final Skew between 0.007 and 0.008 ns, fin crit share 0.633, CTS tree yes, Setup TNS 0 ns, worst setup margin 0.991 ns, critical path's top delay family buffers and inverters, initial antenna violation count 0
## cell usage after synthesis
| cell type | instances | share of area |
|---|---|---|
| dfrtp_1 | 54 | 0.68 |
| mux2_4 | 27 | 0.20 |
| mux2_2 | 5 | 0.028 |
| buf_4 | 4 | 0.015 |
| o21ai_0 | 4 | 0.010 |
| buf_6 | 3 | 0.017 |
| inv_1 | 3 | 0.0056 |
| a21o_1 | 2 | 0.0075 |
| nand2_1 | 2 | 0.0038 |
| a21oi_1 | 1 | 0.0025 |
| dfstp_2 | 1 | 0.013 |
| nand2_2 | 1 | 0.0031 |
| nand2b_1 | 1 | 0.0031 |
| nor2b_1 | 1 | 0.0031 |
| nor3b_1 | 1 | 0.0038 |
| o2bb2ai_1 | 1 | 0.0044 |
## cells by family (layout without fill, tap and decap cells)
group	count (synthesis)	in the layout
AOI/OAI and AO/OA	8	8
buffers and inverters	10	120
DFF	55	55
muxes	32	32
and+or+nand+nor	6	6
## power breakdown
part | internal (mW) | switching (mW)
combinational | 0.640 | 0.138
clock | 0.281 | 0.269
sequential | 1.03 | 0.114
total | 1.96 | 0.521
## area by class of cell
cell class              count  area share
flip-flops and latches     55       0.426
repair buffers            109       0.337
multi-input cells          46       0.168
well taps                  77      0.0298
clock buffers               5      0.0213
clock inverters             3      0.0147
inverters                   3     0.00348
## per-stage QoR
step | util | hold slack, ns | power (mW) | instance area, sq um
5_1_grt | 0.506 | 0.207 | 2.62 | 3230
4_1_cts | 0.506 | 0.191 | 2.53 | 3230
2_1_floorplan | - | 0.244 | 1.40 | 2000
3_3_place_gp | 0.488 | 0.440 | 1.95 | 3120
3_5_place_dp | 0.488 | 0.445 | 1.95 | 3120
6_report | 0.506 | 0.188 | 2.48 | 3230
## final timing paths
kind                                              end                       start  slack (ns)  cells after the start
setup reg to reg              wb_dat_o[0]$_DFFE_PN0P_  current_state[0]$_DFF_PN1_        1.24                      3
max in group asynchronous  current_state[0]$_DFF_PN1_                   a_reset_l        1.79                      2
hold / removal               wb_dat_o[13]$_DFFE_PN0P_                   a_reset_l        0.19                      1
hold reg to reg            current_state[1]$_DFF_PN0_        wb_ack_reg$_DFF_PN0_        0.47                      1
min in group clk0          current_state[1]$_DFF_PN0_        wb_ack_reg$_DFF_PN0_        0.47                      1
setup / recovery                         wb_dat_o[12]    wb_dat_o[12]$_DFFE_PN0P_        0.99                      1
## routing by layer
metal	share of wire	up-vias
li1	-	585
met1	0.42	590
met2	0.49	49
met3	0.056	10
met4	0.030	0
met5	0	-
No activity file was given, so power comes from the tool's default toggle rates.
